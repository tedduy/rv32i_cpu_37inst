==> design/flow/design.v <==
module mux2to1 #(
  parameter N = 32   
)(
  input  logic [N-1:0] i_a,    
  input  logic [N-1:0] i_b,    
  input  logic         i_sel,  
  output logic [N-1:0] o_y     
);
  always_comb begin
    case (i_sel)
      1'b0: o_y = i_a;
      1'b1: o_y = i_b;
      default: o_y = '0;  
    endcase
  end
endmodule
==> design/flow/run.sh <==
#!/bin/bash
# OpenROAD 26Q1-2900-gdf79404cd8, Yosys 0.63+post, stock flow scripts
make -C /OpenROAD-flow-scripts/flow DESIGN_CONFIG=/design/flow/config.mk WORK_HOME=/design/flow/orfs finish
==> design/flow/config.mk <==
export PLATFORM = sky130hd
export DESIGN_NAME = mux2to1
export DESIGN_NICKNAME = mux2to1
export VERILOG_FILES = /design/flow/design.v
export SDC_FILE = /design/flow/constraint.sdc
export NUM_CORES = 4
export LEC_CHECK = 1
export CORE_AREA = 10 10 70 70
export DIE_AREA = 0 0 80 80
==> design/flow/constraint.sdc <==
current_design mux2to1

set clk_period 1.0
set clk_io_pct 0.2

create_clock -name clk0 -period $clk_period

set non_clock_inputs [all_inputs -no_clocks]
set_input_delay [expr $clk_period * $clk_io_pct] -clock clk0 $non_clock_inputs
set_output_delay [expr $clk_period * $clk_io_pct] -clock clk0 [all_outputs]
==> qor.csv <==
stage,metric,value,unit
sta,period_needed,1.101,ns
route,antenna-diode-count,0,
floorplan,floorplan.io_pins,97,
route,wirelength,2922,um
place,place_congestion,0.7597,
sta,fin_max_slew_vios,0,
sta,setup-violations-final,32,
floorplan,placeableCoreArea,3416,um2
layout,layout_stage_area_growth_over_the_synthesis_result,187.6,%
route,drtAntennaViolNets,0,
route,drt-pass1-iter-count,2,
place,place_ws,-0.4961,ns
yosys,yosysUniqueCellTypes,4,
setup_path,cpMaxStageDelayCell,sky130_fd_sc_hd__mux2_4,
setup_path,critical_path.top_delay_family,buffers and inverters,
place,numPlacedInstances,177,
flow_run,stage_log_warnings,34,
floorplan,floorplan.die.height,80,um
global_routing,global_route_wire_length_before_repair,4305,um
place,dp.final_hpwl,2408,um
place,port_buffers,97,
global_routing,first_global_vias,811,
yosys,syn-instance-count,36,
route,routed_wire_length_per_instance,16.14,um
sta,min_period_over_period,1.101,
global_routing,grt_max_degree,10,
layout,sequential_cell_area,0,um2
run_status,violations,negative setup slack,
route,drc_viols,0,
setup_path,crit_path_category,in2out,
layout,clockBufferCount,0,
layout,final_cell_count_no_fill,181,
layout,finalInstanceArea,1565,um2
floorplan,die_x,80,um
floorplan,row_count,21,
global_routing,antenna_found_initial,0,
sta,grt_setup_unrepaired,yes,
sta,postLayoutSetupSlackWorst,-0.1008,ns
setup_path,cp_num_buf_inv,3,
sta,report.final.hold_viol_count,0,
pwr,leakagePower,0.8516,nW
yosys,synth_top_area_share,0.8276,
route,drt_first_iter_violations,3,
setup_path,crit_path_end_kind,output pin,
yosys,synthDominantAreaCellType,sky130_fd_sc_hd__mux2_4,
global_routing,grt_overflow_total,0,
min_path,timing.hold.worst.class,in2out,
yosys,synth.most_common_cell,sky130_fd_sc_hd__mux2_4,
floorplan,die_area,6400,um2
yosys,yosys.stat.seqShare,0,
sta,normalized_max_slew_margin,0.9339,
flow_run,timing.max_cap.violations,0,
global_routing,gr-usage-all-layers,0.08289,
floorplan,fp-utilization,0.1593,
place,detailed_place.area,1536,um2
setup_path,critical_path.max_fanout,6,
sta,timing.setup.tns,-2.638,ns
route,via_count_normalized_by_instance_count,3.978,
setup_path,critPathLaunchType,input pin,
sta,worst_hold_slack_after_final_layout,0.7942,ns
run_status,status,finished with violations,
yosys,yosys-stat-area,544.3,um2
cts,post_cts_setup_buffers,0,
setup_path,timing.critical_path.slowest_cell_delay,0.30,ns
setup_path,worstPathArrival,0.90,ns
yosys,synth.yosys.num_cells,36,
pwr,irDropWorstVdd,0.1853,mV
yosys,post_synth.cell_area_avg,15.12,um2
yosys,cell_area_leaders,"sky130_fd_sc_hd__mux2_4 (83%), sky130_fd_sc_hd__buf_12 (11%), sky130_fd_sc_hd__mux2_2 (4.1%)",
setup_path,path_cells,"buf_16, clkbuf_16, mux2_4, buf_6",
layout,seq_cell_count,0,
yosys,synth.yosys.warnings,1,
yosys,netlist_area,544.3,um2
sta,maxClockFrequency,0.9085,GHz
yosys,ys_top_cells_by_count,"sky130_fd_sc_hd__mux2_4 (30), sky130_fd_sc_hd__buf_12 (3), sky130_fd_sc_hd__mux2_2 (2), sky130_fd_sc_hd__buf_6 (1)",
setup_path,cp.required,0.80,ns
layout,drive_gt1_frac,0.5259,
route,vias,720,
sta,max_slew.worst_pin.slew,0.09916,ns
pwr,p_per_area,393.6,nW/um2
per-stage QoR:
step | power, mW | utilization
2_1_floorplan | 0.2063 | -
3_3_place_gp | 0.6539 | 0.4498
3_5_place_dp | 0.6564 | 0.4498
4_1_cts | 0.5934 | 0.4396
5_1_grt | 0.6619 | 0.4582
6_report | 0.6161 | 0.4582
final cells by class:
| type | count | area (um2) |
|---|---|---|
| timing repair buffer | 103 | 1027 |
| fill | 335 | 1851 |
| multi-input combinational | 32 | 480.5 |
| tap | 46 | 57.56 |
power breakdown:
group	switching (mW)	internal (mW)
Clock	0	0
Sequential	0	0
Combinational	0.138	0.478
Total	0.138	0.478
per-layer routing:
layer / global-route usage / share of wire / routed length [um]
met1: 0.1055 / 0.41 / 1188
met2: 0.1388 / 0.49 / 1432
met3: 0.02500 / 0.095 / 278
met4: 0.007042 / 0.0072 / 21
met5: 0 / 0 / 0
worst paths after layout:
path / from / endpoint / slack (ns) / depth (start not counted)
worst max-delay path: i_sel / o_y[26] / -0.10 / 4
worst min-delay path: i_a[25] / o_y[25] / 0.79 / 3
kinds of logic (layout without fill, tap and decap cells):
| family | Yosys count | after routing | synth area share |
|---|---|---|---|
| muxes | 32 | 32 | 0.8690 |
| buffers and inverters | 4 | 103 | 0.1310 |
timing repair:
item	4_1_cts	5_1_grt
resized	186	6
endpoints found under the setup margin	32	32
hold endpoints to repair	0	0
hold buffers	0	0
gates cloned	3	1
cell usage in the layout (no fill, tap or decap):
cell / n
sky130_fd_sc_hd__clkbuf_16: 1
sky130_fd_sc_hd__buf_6: 21
sky130_fd_sc_hd__buf_12: 2
sky130_fd_sc_hd__buf_2: 11
sky130_fd_sc_hd__dlygate4sd2_1: 64
sky130_fd_sc_hd__mux2_4: 32
sky130_fd_sc_hd__buf_16: 4
Power figures rest on the tool's default switching activity, not on a simulated workload.
